## ./design.v

```verilog
module d_flipflop #(parameter WIDTH = 1) (
  input wire clock,
  input wire reset,
  input wire data_in,
  output reg data_out
);
always @(posedge clock or posedge reset)
begin
  if (reset)
    data_out <= 1'b0;
  else
    data_out <= data_in;
end
endmodule
module and_gate (
    input and_a,
    input and_b,
    output and_out
);
  assign and_out = and_a && and_b;
endmodule
module or_gate (
    input or_a,
    input or_b,
    output or_out
);
  assign or_out = or_a || or_b;
endmodule
module not_gate (
    input not_a,
    output not_out
);
  assign not_out = !not_a;
endmodule
module nand_gate (
    input nand_a,
    input nand_b,
    output nand_out
);
  assign nand_out = !(nand_a && nand_b);
endmodule
module nor_gate (
    input nor_a,
    input nor_b,
    output nor_out
);
  assign nor_out = !(nor_a || nor_b);
endmodule
module xor_gate (
    input xor_a,
    input xor_b,
    output xor_out
);
  assign xor_out = (xor_a || xor_b) && !(xor_a && xor_b);
endmodule
module xnor_gate (
    input xnor_a,
    input xnor_b,
    output xnor_out
);
  assign xnor_out = !((xnor_a || xnor_b) && !(xnor_a && xnor_b));
endmodule
module buff_gate (
    input buff_a,
    output buff_out
);
  assign buff_out = buff_a;
endmodule
module full_adder #(parameter WIDTH = 1) (
  input [WIDTH-1:0] full_adder_a,
  input [WIDTH-1:0] full_adder_b,
  input [WIDTH-1:0] full_adder_carry_in,
  output [WIDTH-1:0] full_adder_sum,
  output [WIDTH-1:0] full_adder_carry_out
);
  wire xor1;
  xor_gate xor_a_b (
    .xor_a(full_adder_a),
    .xor_b(full_adder_b),
    .xor_out(xor1)
  );
  xor_gate xor_xor1_carryin (
    .xor_a(xor1),
    .xor_b(full_adder_carry_in),
    .xor_out(full_adder_sum)
  );
  wire and1;
  and_gate and_carryin_xor1 (
    .and_a(full_adder_carry_in),
    .and_b(xor1),
    .and_out(and1)
  );
  wire and2;
  and_gate and_a_b (
    .and_a(full_adder_a),
    .and_b(full_adder_b),
    .and_out(and2)
  );
  or_gate or_and1_and2(
    .or_a(and1),
    .or_b(and2),
    .or_out(full_adder_carry_out)
  );
endmodule
module counter_bit(
  input clock,
  input reset,
  input adder_a,
  input  counter_bit_carry_in,
  output counter_bit_carry_out,
  output reg ff_out
  );
  wire adder_to_ff;
  wire ff_to_adder;
  full_adder full_adder(
    .full_adder_a(adder_a),
    .full_adder_b(ff_to_adder),
    .full_adder_carry_in(counter_bit_carry_in),
    .full_adder_sum(adder_to_ff),
    .full_adder_carry_out(counter_bit_carry_out)
    );
  d_flipflop d_ff(
    .clock(clock),
    .reset(reset),
    .data_in(adder_to_ff),
    .data_out(ff_to_adder)
    );
  assign ff_out = ff_to_adder;
endmodule
module counter(
  input clock,
  input reset,
  output bit_1,
  output bit_2,
  output bit_3,
  output bit_4,
  output bit_5
);
  wire to_cb_2;
  counter_bit first_cb(
    .clock(clock),
    .reset(reset),
    .adder_a(1'b1),
    .counter_bit_carry_in(1'b0),
    .counter_bit_carry_out(to_cb_2),
    .ff_out(bit_1)
  );
  wire to_cb_3;
  counter_bit second_cb(
    .clock(clock),
    .reset(reset),
    .adder_a(1'b0),
    .counter_bit_carry_in(to_cb_2),
    .counter_bit_carry_out(to_cb_3),
    .ff_out(bit_2)
  );
  wire to_cb_4;
  counter_bit third_cb(
    .clock(clock),
    .reset(reset),
    .adder_a(1'b0),
    .counter_bit_carry_in(to_cb_3),
    .counter_bit_carry_out(to_cb_4),
    .ff_out(bit_3)
    );
  wire to_cb_5;
  counter_bit forth_cb(
    .clock(clock),
    .reset(reset),
    .adder_a(1'b0),
    .counter_bit_carry_in(to_cb_4),
    .counter_bit_carry_out(to_cb_5),
    .ff_out(bit_4)
  );
  counter_bit fifth_cb(
    .clock(clock),
    .reset(reset),
    .adder_a(1'b0),
    .counter_bit_carry_in(to_cb_5),
    .counter_bit_carry_out(),
    .ff_out(bit_5)
  );
endmodule
```

## ./run.sh

```bash
#!/bin/bash
# OpenROAD 26Q1-2900-gdf79404cd8, Yosys 0.63+post, stock flow scripts
make -C /OpenROAD-flow-scripts/flow DESIGN_CONFIG=/design/flow/config.mk WORK_HOME=/design/flow/orfs finish
```

## ./config.mk

```make
export PLATFORM = sky130hd
export DESIGN_NAME = counter
export DESIGN_NICKNAME = counter
export VERILOG_FILES = /design/flow/design.v
export SDC_FILE = /design/flow/constraint.sdc
export NUM_CORES = 4
export LEC_CHECK = 1
export CORE_AREA = 10 10 70 70
export DIE_AREA = 0 0 80 80
```

## ./constraint.sdc

```tcl
current_design counter

set clk_period 1.0
set clk_io_pct 0.2

create_clock -name clk0 -period $clk_period [get_ports {clock}]

set non_clock_inputs [all_inputs -no_clocks]
set_input_delay [expr $clk_period * $clk_io_pct] -clock clk0 $non_clock_inputs
set_output_delay [expr $clk_period * $clk_io_pct] -clock clk0 [all_outputs]
```

==> CHANGELOG.md <==
### Implementation results

- Post-detailed-route wirelength per cell: 6.23 um
- Transition time of the tightest slew-check pin: 0.181 ns
- Final period util: 120%
- Distinct lib cells: 4
- Clock sinks: 5
- Slowest stage cell, crit path: sky130_fd_sc_hd__dfrtp_1
- Routability cong.: 0.693
- Total routing usage reported by global routing: 1.67%
- Critical path class: reg2reg
- Clk latency of the worst-skew pair: 0.24 ns
- H-tree depth: 1
- Global-route wire length before repair: 759 um
- Clock-pin slew reported for the worst setup and hold paths after clock tree synthesis: roughly 0.04 ns
- Setup clock skew after layout: 0.000786 ns
- Log Warnings: 28
- Routed wire length: 455 um
- Worst setup slack after layout: -0.200 ns
- Path category of the worst min-delay check: in2async
- Count of endpoints failing hold in the final timing report: 0
- Cell chosen for the clock root: sky130_fd_sc_hd__clkbuf_4
- # diodes: 0
- Sequential element share of the synthesized area: 69.9%
- Die extent in y: 80 um
- Area reported by Yosys stat: 179 um^2
- Power density cells: 1150 mW/mm^2
- Ys cells: 11
- Filler Cells Inserted: 397
- CP Cell Sequence: buf_6, ha_4, ha_4, ha_4, xor2_1
- Layout cells sized above 1: 63.0%
- Area grow syn2layout: 116%
- # setup viols final: 3
- Clock period minus final worst setup slack: 1.20 ns
- Kind of end point of the critical path: register
- Dominant cell area share: ~70%
- WP data arrival: approximately 1.3 ns
- Post-layout instance count excluding filler cells: 73
- Largest buffer count on any clock path: 2
- Static leakage: 0.175 nW
- Maximum number of pins on one net before global-route repair: 6
- Max-cap violations: 0
- Total negative setup slack: -0.407 ns
- Number of vias after detailed routing: 148
- Syn Area/Cell: between 15 and 20 um^2
- Residual DRC count: 0
- Count of synthesis-stage warnings from yosys: 2
- DRC marker count from the first detailed-route iteration: 14
- Pre-placement core utilization: between 5 and 6%
- Number of buffers added by the clock tree synthesis step: 3
- Die X: 80 um
- Top logic cells by instance count in the layout: sky130_fd_sc_hd__buf_4 (6), sky130_fd_sc_hd__dfrtp_1 (5), sky130_fd_sc_hd__ha_4 (3), sky130_fd_sc_hd__clkbuf_4 (3), sky130_fd_sc_hd__buf_2 (3)
- Cells after DPL: 65
- Worst Path Required: 1.13 ns
- Cell type contributing the most total cell area after synthesis: sky130_fd_sc_hd__dfrtp_1
- Area contributors post-synth: sky130_fd_sc_hd__dfrtp_1 (70%), sky130_fd_sc_hd__ha_1 (21%), sky130_fd_sc_hd__xor2_1 (4.9%), sky130_fd_sc_hd__inv_1 (4.2%)
- Netlist area before placement: 179 um^2
- PortBufs: 6
- Post-synthesis register bit count: 5
- Achievable Freq: 833 MHz
- Critical path launch point: first_cb.d_ff.data_out
- Failing checks: setup timing
- Highest fanout seen on the critical path: 2
- Cells after Synth: 11
- CORE AREA: 0.00342 mm^2
- IO Pins: 7
- Sort of element at the start of the critical path: register
- Antenna Nets Post-Route: 0
- Pre-antenna DRT Iters: 2
- Max-slew violation count: 0
- Final core occ: 11.3%
- Cell repeated most along the worst path: sky130_fd_sc_hd__ha_4
- Overall overflow remaining after global route: 0
- TritonCTS clock tree: done
- Max_slew headroom: 87.9%
- Initial antenna violation count: 0
- Via count normalized by instance count: 2.03
- Result of the run: complete, but fails checks
- Most common cell after layout, fill and taps aside: sky130_fd_sc_hd__buf_4
- Origin of the critical flop-to-flop path: first_cb.d_ff.data_out
- VDD IR max: 0.162 mV
- Count of standard-cell rows: 21
- Maximum cell stage delay along the critical path: 0.38 ns
- RSZ-0062 raised after global routing: true
- Vias in the first global route: roughly 180
- Die ar.: 0.00640 mm^2
## path summary, 6_finish.rpt
path,end,slack [ns],cells past startpoint
hold reg to reg,fifth_cb.d_ff.data_out,0.54,2
setup / recovery,fifth_cb.d_ff.data_out,-0.20,5
min in group clk0,fifth_cb.d_ff.data_out,0.54,2
setup reg to reg,fifth_cb.d_ff.data_out,-0.20,5
max in group asynchronous,first_cb.d_ff.data_out,0.68,2
hold / removal,forth_cb.d_ff.data_out,0.16,2
## cell usage after synthesis
cell type / count
sky130_fd_sc_hd__inv_1: 2
sky130_fd_sc_hd__xor2_1: 1
sky130_fd_sc_hd__ha_1: 3
sky130_fd_sc_hd__dfrtp_1: 5
## critical path: cells and delay by family (launching register included)
kind	cells	cell delay, ns
xor+xnor	1	0.13
flops	1	0.38
fa+ha+maj	3	0.45
buf+inv	1	0.12
## stage by stage
step	instance area (um^2)	total power, mW	hold WS (ns)	worst slack (ns)
after floorplan	206	0.209	-0.0215	-0.0889
after global placement	339	0.214	0.407	-0.131
after detailed placement	339	0.214	0.415	-0.150
after CTS	392	0.454	0.159	-0.201
after global routing	387	0.475	0.185	-0.236
final	387	0.444	0.156	-0.200
## flip-flops by register name, indices dropped and copies added, names as in the netlist
| name | cells |
|---|---|
| fifth_cb.d_ff.data_out | 1 |
| first_cb.d_ff.data_out | 1 |
| forth_cb.d_ff.data_out | 1 |
| second_cb.d_ff.data_out | 1 |
| third_cb.d_ff.data_out | 1 |
## layer usage
layer / GRT usage [%] / share of wire [%] / wire [um] / up-vias
met4: 0.528 / 0 / 0 / 0
met5: 0 / 0 / 0 / -
met2: 1.93 / 33 / 149 / 9
met3: 3.07 / 32 / 147 / 0
met1: 1.21 / 35 / 157 / 74
li1: - / - / - / 65
## power by group
| group | internal [mW] | switching (mW) |
|---|---|---|
| Sequential | 0.203 | 0 |
| Clock | 0.151 | 0.0825 |
| Combinational | 0.00367 | 0.00400 |
## what timing repair did
item,CTS,global route
pin swaps,1,0
gates resized,16,1
hold buffers,0,0
setup endpoints to repair,7,5
buffers inserted,4,0
cloned,0,0
## cells by family after synthesis
group	after synthesis	share of synthesized area (%)
XOR/XNOR	1	4.90
adder cells (fa/ha/maj)	3	21.0
flip-flops	5	69.9
buffers and inverters	2	4.20
## final cells by class
cell class	count	area (um^2)	share of cell area, %
sequential	5	125	32.4
timing repair buffer	12	86.3	22.3
multi-input combinational	4	83.8	21.7
tap	46	57.6	14.9
clock buffer	4	26.3	6.80
inverter	2	7.51	1.94
No activity file was given, so power comes from the tool's default toggle rates.
